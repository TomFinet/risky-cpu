==> design/flow/design.v <==
module register_bank(
	input wire clock,
    input wire reset,
	input wire        we,
	input wire [4:0]  ain,
	input wire [31:0] din,
	input wire [4:0] rs1,
	input wire [4:0] rs2,
	output wire [31:0] rs1_val,
	output wire [31:0] rs2_val
);
	reg[31:0] r[31:0];
    assign rs1_val = r[rs1];
    assign rs2_val = r[rs2];
	always @(posedge clock) begin
        if (reset) begin
            r[0]  <= 0;
            r[1]  <= 0;
            r[2]  <= 0;
            r[3]  <= 0;
            r[4]  <= 0;
            r[5]  <= 0;
            r[6]  <= 0;
            r[7]  <= 0;
            r[8]  <= 0;
            r[9]  <= 0;
            r[10] <= 0;
            r[11] <= 0;
            r[12] <= 0;
            r[13] <= 0;
            r[14] <= 0;
            r[15] <= 0;
            r[16] <= 0;
            r[17] <= 0;
            r[18] <= 0;
            r[19] <= 0;
            r[20] <= 0;
            r[21] <= 0;
            r[22] <= 0;
            r[23] <= 0;
            r[24] <= 0;
            r[25] <= 0;
            r[26] <= 0;
            r[27] <= 0;
            r[28] <= 0;
            r[29] <= 0;
            r[30] <= 0;
            r[31] <= 0;
        end
        else begin
            r[0] <= 0;
            if(we && ain != 5'b00000) begin
                r[ain] <= din;
            end
        end
	end
endmodule
==> design/flow/run.sh <==
#!/bin/bash
# OpenROAD 26Q1-2900-gdf79404cd8, Yosys 0.63+post, stock flow scripts
make -C /OpenROAD-flow-scripts/flow DESIGN_CONFIG=/design/flow/config.mk WORK_HOME=/design/flow/orfs finish
==> design/flow/config.mk <==
export PLATFORM = sky130hd
export DESIGN_NAME = register_bank
export DESIGN_NICKNAME = register_bank
export VERILOG_FILES = /design/flow/design.v
export SDC_FILE = /design/flow/constraint.sdc
export NUM_CORES = 4
export LEC_CHECK = 1
export CORE_UTILIZATION = 50
==> design/flow/constraint.sdc <==
current_design register_bank

set clk_period 14.5
set clk_io_pct 0.2

create_clock -name clk0 -period $clk_period [get_ports {clock}]

set non_clock_inputs [all_inputs -no_clocks]
set_input_delay [expr $clk_period * $clk_io_pct] -clock clk0 $non_clock_inputs
set_output_delay [expr $clk_period * $clk_io_pct] -clock clk0 [all_outputs]
==> flow_summary.json <==
{
  "fp.dieH_um": 336.1,
  "num_io_pins": 114,
  "clock_sinks": 1024,
  "grt_first_pass_wirelength_mm": 278.7,
  "grtUsageTotal_pct": 38.15,
  "numSynthFlops": 1024,
  "slew_headroom_pct": 36.35,
  "ctsHoldBuffers": 0,
  "regArea_sq_um": 30430,
  "holdCritPathClass": "in2reg",
  "tool_warnings": 26,
  "edf_count": 992,
  "cts_made_buffers": 116,
  "status": "completed",
  "logic_area_sq_um": 23320,
  "syn_area_sq_um": 55810,
  "crit_slowest_cell": "buf_4",
  "wl_per_cell_um": 31.87,
  "num_vias": 38160,
  "viasPerCell": 6.185,
  "first_iter_violations": 2343,
  "worstHoldPathCells": 3,
  "placed_cells": 5939,
  "detailed_place_hpwl_mm": 106.2,
  "die-width_um": 336.1,
  "async_flop_share_pct": 0,
  "hold_slack_ns": 3.127,
  "fin_crit_sh_pct": 67.21,
  "initial_utilization_pct": 50.43,
  "drc": 0,
  "ant_nets": 0,
  "postPlaceCellArea_sq_um": 57930,
  "synth_seq_share_pct": 54.52,
  "setup_slack_ns": 4.755,
  "regMostFlops": "r",
  "cp_data_arrival_time_ns": 6.84,
  "area_growth_pct": 10.51,
  "largestRegisters": "r: 1024 flops",
  "drtPass1Iterations": 6,
  "grt_pass1_vias": 38700,
  "crit_path_end_kind": "output pin",
  "path_cells": "clkdlybuf4s50_1 > nor2_4 > buf_4 > buf_4 > a22o_1 > nor3_1 > a31oi_1 > nand3_1 > clkdlybuf4s50_1",
  "htree_num_levels": 3,
  "clk_root_buffer_cell": "clkbuf_16",
  "rsz0062_at_grt": "no",
  "max_freq_mhz": 102.6,
  "synthCells": 4604,
  "dieArea_sq_um": 113000,
  "grt_overflow": 0,
  "largest_reg_flops": 1024,
  "fin_area_sq_um": 61680,
  "flop_cell": "edfxtp_1",
  "drv_cap": 0,
  "lay_top_count": "mux2i_1",
  "startpoint_type": "input pin",
  "fillers": 8939,
  "drv_slew": 0,
  "final.min_clock_period_ns": 9.745,
  "power.density_nw_per_um2": 117.2,
  "ys_types": 32,
  "cts_resized": 0,
  "syn_area_per_cell_sq_um": 12.12,
  "routed_wl_mm": 196.6,
  "min_to": "r[18][10]$_SDFFCE_PN0P_",
  "grt_antenna_before_repair": 7,
  "clk_pin_slew_ns": 0.05,
  "drive_above_1_share_pct": 8.378,
  "port_buffers": 113,
  "cpPeakStageDelay_ns": 0.73,
  "required_ns": 11.60,
  "worst_pin_slew_ns": 0.9518,
  "instances_no_fill": 6169,
  "yosysTopAreaCell": "edfxtp_1",
  "crit_path_max_fanout": 44,
  "cts_tree": "built",
  "mostFrequentLayoutCells": "mux2i_1 (1024), and2_1 (992), edfxtp_1 (992)",
  "placementRows": 122,
  "p_leak_nw": 24.04,
  "hold_viol_final": 0,
  "area_leaders": "edfxtp_1 (53%), mux2i_1 (18%), and2_1 (11%), a22oi_1 (2.6%), a22o_1 (2.0%)",
  "dp_slack_ns": 4.858,
  "ys_cells": 4604,
  "grt_start_max_net_pins": 85,
  "hp-start": "din[10]",
  "core_sq_um": 110700,
  "tns_ns": 0,
  "netlist.area_leader.share_pct": 53.38,
  "yosys_warnings": 1,
  "path_class": "in2out",
  "cts_buffer_depth": 3,
  "ys_area_sq_um": 55810,
  "setup_viol": 0,
  "ir_drop_uv": 95.24,
  "place_congestion": 0.9029,
  "cts_setup_buffers": 0
}
through the flow:
step	power, mW	utilization, %
floorplan	4.021	-
global placement	4.372	52.34
global route	7.436	55.70
finish	7.230	55.73
CTS	7.250	55.70
detailed placement	4.378	52.34
power breakdown:
| part | switching (mW) | internal, mW |
|---|---|---|
| logic | 0.546 | 0.307 |
| registers | 0.0759 | 3.40 |
| clock network | 1.20 | 1.70 |
cell type report:
| type | count | area share (%) |
|---|---|---|
| diodes | 14 | 0.05680 |
| clock buffers | 163 | 5.224 |
| clock inverters | 53 | 0.7952 |
| multi-input cells | 3166 | 37.81 |
| flip-flops and latches | 1024 | 49.34 |
| well taps | 1488 | 3.019 |
| repair buffers | 261 | 3.753 |
metal layers:
layer / share of wire [%] / global-route usage, % / wire [um] / up-vias
met2: 45 / 54.28 / 88580 / 2199
met4: 4.6 / 14.68 / 9075 / 10
li1: - / - / - / 16780
met5: 0.10 / 1.957 / 205 / -
met3: 15 / 22.71 / 28570 / 495
met1: 36 / 49.70 / 70150 / 18680
cell families after synthesis:
group                  Yosys count  share of synthesized area (%)
other                            1                       0.006719
and+or+nand+nor               1534                          15.81
buffers and inverters          445                          4.260
muxes                         1024                          18.37
AOI/OAI and AO/OA              576                          7.031
DFF                           1024                          54.52
synthesized netlist by cell type, drive strengths merged (4+ instances only):
| cell | number |
|---|---|
| mux2i | 1024 |
| and2 | 994 |
| edfxtp | 992 |
| clkbuf | 271 |
| nand2 | 196 |
| nand3 | 194 |
| a21oi | 192 |
| a22oi | 192 |
| buf | 174 |
| a22o | 128 |
| a31oi | 64 |
| nor3 | 64 |
| nor2 | 35 |
| or2 | 33 |
| dfxtp | 32 |
| nand2b | 5 |
| nand3b | 4 |
| nor2b | 4 |
critical path, delay by kind of cell:
family	cells	cell delay (ns)
AND-OR/OR-AND	2	0.65
AND/OR/NAND/NOR	3	0.88
buffers and inverters	4	2.38
worst max path at each step:
stage         startpoint           to  cells past startpoint
CTS               rs1[0]  rs1_val[20]                      9
global route      rs1[0]  rs1_val[20]                      9
finish            rs1[0]  rs1_val[20]                      9
Power is estimated from default activity; no workload was simulated.
